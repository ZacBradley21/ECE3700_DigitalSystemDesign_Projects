==> design.v <==
   localparam NULL_CMD = 8'h00;
   localparam VDD_ON  = 8'h30;
   localparam VDD_OFF = 8'h31;
   localparam VBAT_ON = 8'h32;
   localparam VBAT_OFF= 8'h33;
   localparam RES_ON  = 8'h34;
   localparam RES_OFF = 8'h35;
   localparam LD_DATA_A = 8'h36;
   localparam LD_DATA_B = 8'h37;
   localparam LD_DATA_C = 8'h38;
   localparam LD_DATA_D = 8'h39;
   localparam CLR_SCREEN = 8'h3A;
   localparam FILL_SCREEN = 8'h3B;
   localparam SETCHARROW = 8'h70;
   localparam SETCHARCOL = 8'h71;
   localparam SETCHAR    = 8'h72;
   localparam SENDCHAR   = 8'h73;
   localparam DELAY_LONG    = 8'h0F;
   localparam DELAY_SHORT   = 8'h0E;
   localparam DISP_ALL_ON   = 8'hA5;
   localparam DISP_RAM      = 8'hA4;
   localparam DISP_ON       = 8'hAF;
   localparam DISP_OFF      = 8'hAE;
   localparam DISP_CONTRAST = 8'h81;
   localparam DISP_HORIZ_MODE = 8'h20;
   localparam CHARGEPUMP_EN   = 8'h8D;
   localparam MUXRATIO        = 8'hA8;
   localparam DISP_OFFSET     = 8'hD3;
   localparam STARTLINE       = 8'h40;
   localparam SEGMENT         = 8'hA0;
   localparam SCANDIR         = 8'hC0;
   localparam COMPINS         = 8'hDA;
   localparam DISP_NORMAL     = 8'hA6;
   localparam SETOSC          = 8'hD5;
   localparam SETCOLADR       = 8'h21;
   localparam SETPAGEADR      = 8'h22;
`timescale 1ns/1ps
module clock_divider
#(
   parameter N=300_000
 )
 (
  input      clk,
  input      rst_l,
  output reg div_clk
  );
   integer   clk_count;
   initial begin
      clk_count = 0;
      div_clk   = 0;
   end
   always @(posedge clk, negedge rst_l) begin
      if (!rst_l) begin
         clk_count <= 0;
         div_clk   <= 0;
      end
      else begin
         if (clk_count == N) begin
            clk_count <= 0;
            div_clk   <= 1;
         end 
         else begin
            clk_count <= clk_count + 1;
            div_clk   <= 0;
         end 
      end 
   end  
endmodule  
`timescale 1ns/1ps
module debouncer
  (
   input clk,
   input rst_l,
   input btn,
   output reg btn_db
   );
   reg [1:0]  state;
   reg        clear;
   wire       t;  
   localparam WAIT    = 0;
   localparam PRESS   = 1;
   localparam RELEASE = 2;
   tcounter T1
     (
      .clk(clk),
      .rst_l(rst_l),
      .clear(clear),
      .done(t)
      );
   initial begin
      state  = WAIT;
      clear  = 1;
      btn_db = 0;      
   end
   always @(posedge clk, negedge rst_l) begin
      if (!rst_l) begin
        state  <= WAIT;
        clear  <= 1;
        btn_db <= 0;        
      end
      else begin
        case (state)
          WAIT:
            begin
              btn_db <= 0;
              if (btn) begin
                 state <= PRESS;   
                 clear <= 0;       
              end
              else
                clear <= 1;              
            end
          PRESS:
            begin
               if (btn) begin
                clear <= 0;  
               end
                else if (!btn & !t) begin
                    clear <= 1;  
                    state <= WAIT;  
                end
                else if (!btn & t) begin
                    btn_db <= 1;  
                    state <= RELEASE;  
                    clear <= 1;  
                end
            end
          RELEASE:
            begin
              if (!t | clear) begin
                btn_db <= 0;  
                clear <= 0;  
              end
              else if (t & !clear) begin
                btn_db <= 0;  
                state <= WAIT;  
              end
            end
          default:
            begin
               btn_db <= 0;
              clear  <= 1;
              state  <= WAIT;
            end
        endcase
      end
   end
endmodule  
`timescale 1ns/1ps
module keyboard_audio (
	    input 	      clk,
	    input 	      rst,
       input         btn1,
	    input [7:0]   volume,
       output reg 	led,
	    output reg 	AIN,
	    output reg 	GAIN,
	    output reg 	SHUTDOWN_L,
       input  [3:0]  row,
       output [3:0]  col
	 );
   wire              btn_db;
   wire              rst_l;
   wire [15:0] 		keypad;
   wire 		         rst_n;
   wire 		         sout; 
   assign rst_l =    ~rst;
   assign rst_n =    ~rst;
   reg               shutdown;
   reg [9:0] 	      N;
   initial begin
      led <= 0;
   end
   debouncer db1
     (
      .clk(clk),
      .rst_l(rst_l),
      .btn(btn1),
      .btn_db(btn_db)
      );
   always @(posedge clk, negedge rst_l) begin
      if (!rst_l) begin
        led <= 0;
      end
      else begin
        if (btn_db) begin
          led <= ~led;
          shutdown <= led;
        end
      end
   end
   pwm_audio PWM1 (
		   .clk(clk),
		   .rst_n(rst_n),
		   .volume(volume),
		   .N(N),
		   .sout(sout)
		   );
   initial begin
	 GAIN       <= 1;
	 SHUTDOWN_L <= 1;
	 AIN        <= 0;	 
   end
   always @(posedge clk) begin
      if (!rst_n) begin
	      GAIN       <= 1;
	      SHUTDOWN_L <= 1;
	      AIN        <= 0;	 
      end
   if (!shutdown && (keypad != 0)) begin
      AIN <= sout;
   end
	 else begin
      AIN <= 0;
    end
	 case (keypad)
	   16'b0000000000000001: begin
		   N   <= 747;
      end
      16'b0000000000000010: begin
		   N   <= 665;
      end
      16'b0000000000000100: begin
		   N   <= 559;
	      end
      16'b0000000000001000: begin
		   N   <= 498;
	      end
      16'b0000000000010000: begin
		   N   <= 471;
	      end
      16'b0000000000100000: begin
		   N   <= 444;
	      end
      16'b0000000001000000: begin
         N   <= 395;
         end
      16'b0000000010000000: begin
         N   <= 373;
         end
      16'b0000000100000000: begin
         N   <= 332;
         end
      16'b0000001000000000: begin
         N   <= 296;
         end
      16'b0000010000000000: begin
         N   <= 264;
         end
      16'b0000100000000000: begin
         N   <= 236;
         end
      16'b0001000000000000: begin
         N   <= 222;
         end
      16'b0010000000000000: begin
         N   <= 198;
         end
      16'b0100000000000000: begin
         N   <= 177;
         end
      16'b1000000000000000: begin
         N   <= 166;
         end
      default: begin
         N   <= 0;
      end
	 endcase 
      end
   keypad #(.N(300_000)) kypd
     (
      .clk(clk),
      .rst_l(rst_l),
      .row(row),
      .col(col),
      .keys(keypad)
      );
endmodule
`timescale 1ns/1ps
module keypad
  #(
     parameter N=300_000
   )
   (
     input             clk,
     input             rst_l,
     input      [3:0]  row,
     output     [3:0]  col,
     output reg [15:0] keys
   );
   wire          scan;
   reg   [1:0]   state;
clock_divider clkdiv(
    .clk(clk),
    .rst_l(rst_l),
    .div_clk(scan));
   initial begin
      state = 0;
      keys  = 0;
   end
   always @(posedge clk, negedge rst_l) begin
      if (!rst_l) begin         
         state <= 0;
         keys  <= 0;
      end
      else if (scan) begin
         case (state)
           0:
             begin
                keys[4'h1] <= ~row[0];
                keys[4'h4] <= ~row[1];
                keys[4'h7] <= ~row[2];
                keys[4'h0] <= ~row[3];
                state    <= 1;                
             end
           1:
             begin
                keys[4'h2] <= ~row[0];
                keys[4'h5] <= ~row[1];
                keys[4'h8] <= ~row[2];
                keys[4'hF] <= ~row[3];
                state    <= 2;
             end
           2: 
             begin
                keys[4'h3] <= ~row[0];
                keys[4'h6] <= ~row[1];
                keys[4'h9] <= ~row[2];
                keys[4'hE] <= ~row[3];
                state    <= 3;
              end
           3:
             begin
                keys[4'hA] <= ~row[0];
                keys[4'hB] <= ~row[1];
                keys[4'hC] <= ~row[2];
                keys[4'hD] <= ~row[3];
                state    <= 0;
             end
         endcase
      end
   end
   assign col[0] = (state == 0) ? 0 : 1'bz;
   assign col[1] = (state == 1) ? 0 : 1'bz;
   assign col[2] = (state == 2) ? 0 : 1'bz;
   assign col[3] = (state == 3) ? 0 : 1'bz;
endmodule
`timescale 1ns/1ps
module pwm_audio(
   input       clk,
   input       rst_n,
   input [7:0] volume,
   input [9:0] N,
   output reg  sout
   );
   reg [9:0] f_count;   
   reg       f_clk;     
   reg [7:0] dc_count;  
   initial begin
      f_count  = 0;
      sout     = 0;
      f_clk    = 0;
      dc_count = 0;
   end
   always @(posedge clk, negedge rst_n) begin
      if (!rst_n) begin
         f_count = 0;
	 f_clk   = 0;
      end
      else begin
         if (f_count >= N) begin
	    f_count <= 0;
	    f_clk   <= ~f_clk;
	 end
	 else
	    f_count <= f_count + 1;
      end  
   end
   always @(posedge f_clk, negedge rst_n) begin
      if (!rst_n) begin
         dc_count <= 0;
	 sout  <= 0;
      end
      else begin
         dc_count <= dc_count + 1;
         if (dc_count < volume)
	    sout <= 1;
	 else
	    sout <= 0;
      end
   end
endmodule
`timescale 1ns/1ps
module tcounter
  #(
    parameter N=100
    )
   (
    input      clk,
    input      rst_l,
    input      clear,
    output reg done
    );
   integer     clk_count;
   initial begin
      clk_count = 0;
      done      = 0;      
   end
   always @(posedge clk, negedge rst_l) begin
      if (!rst_l) begin
	 done      <= 0;
	 clk_count <= 0;	 
      end
      else begin
	 if (clear) begin	    
	    clk_count <= 0;
	    done      <= 0;
	 end
	 else if (clk_count == N) 
	    done <= 1;
	 else 
	    clk_count <= clk_count + 1;	   	 
      end
   end
endmodule  
==> run.sh <==
#!/bin/bash
# OpenROAD 26Q1-2900-gdf79404cd8, Yosys 0.63+post, stock flow scripts
make -C /OpenROAD-flow-scripts/flow DESIGN_CONFIG=/design/flow/config.mk WORK_HOME=/design/flow/orfs finish
==> config.mk <==
export PLATFORM = sky130hd
export DESIGN_NAME = keyboard_audio
export DESIGN_NICKNAME = keyboard_audio
export VERILOG_FILES = /design/flow/design.v
export SDC_FILE = /design/flow/constraint.sdc
export NUM_CORES = 4
export LEC_CHECK = 1
export CORE_UTILIZATION = 50
==> constraint.sdc <==
current_design keyboard_audio

set clk_period 4.8
set clk_io_pct 0.2

create_clock -name clk0 -period $clk_period [get_ports {clk}]

set non_clock_inputs [all_inputs -no_clocks]
set_input_delay [expr $clk_period * $clk_io_pct] -clock clk0 $non_clock_inputs
set_output_delay [expr $clk_period * $clk_io_pct] -clock clk0 [all_outputs]
==> summary.txt <==
Implementation numbers.

- The data arrival time of the critical path is 1.25 ns.
- The transition time recorded at the tightest slew-check pin is 0.921 ns.
- TritonRoute output was used to compute an average wire per cell of 13.5 microns.
- Overall routing resource usage recorded by global route was 20.3%.
- Counting the fill cells in the layout gives 1,060.
- The region available for standard cell placement spans 12,100 sq um.
- The distinct cell type count after synthesis is 52.
- The required time at the endpoint of the critical path is 3.84 ns.
- On the critical path the largest part of the delay comes from buffers and inverters.
- The number of resized instances in the post-cts repair step is 0.
- The worst-path cell with the longest stage delay is sky130_fd_sc_hd__clkdlybuf4s50_1.
- The average cell area after synthesis is 9.46 sq um.
- The first-pass GRT wire length is 20,300 microns.
- The report gives the cell count of the worst hold path as 1.
- Counting tap cells, the placed design contains a total of 822 instances.
- The share of layout cells above drive strength 1 is 4.18%.
- The initial antenna violation count is 0.
- The number of register pins that no clock reaches is 9.
- The final count of negative-setup-slack endpoints is 0.
- The worst setup path is launched from a register.
- Per the hold report, the tightest min-delay path originates at shutdown$_DFFE_PP_.
- The largest single stage delay on the critical path is 0.49 ns.
- The predominant post-synthesis flop cell is sky130_fd_sc_hd__dfrtp_1.
- The worst path needs 2.21 ns of the cycle, external delays included.
- The most critical setup path has its startpoint at led$_DFFE_PP0P_.
- The timing report gives the clock slew at the launch and capture registers of the worst setup and hold paths as 0.07 ns.
- In this run the tools logged warnings totalling 31.
- The average via count per standard cell is 5.27.
- The mapped netlist covers 6210 sq um.
- The total global routing overflow is 0.
- The report lists the cells along the critical path as clkdlybuf4s50_1.
- STA classifies the critical path endpoint as an output port.
- Entering global routing, the biggest net connects 40 pins.
- The area overhead of the layout relative to synthesis is 8.86%.
- The cell count in the Yosys report is 657.
- The die extent in x is 113 microns.
- STA lists the endpoint of the worst register-to-register path as db1.T1.clk_count[1]$_DFFE_PP0P_.
- For hold timing, the worst endpoint is AIN$_SDFF_PN0_.
- In the routed design, unresolved DRC markers number 0.
- Per the log, the first TritonRoute iteration ended with a DRC count of 209.
- Counting the buffers created by CTS gives 9.
- The path type of the worst setup path is reg -> out.
- Per the post-route antenna check, the number of violating nets is 0.
- The smallest setup slack after layout is 2.59 ns.
- The placement report lists the number of port buffers as 16.
- The diode insertion count for antenna repair is 0.
- Between clock sinks in the finished design, the worst skew comes to 0.0105 ns.
- Leaving out fill and tap cells, the most frequent cell in the layout is sky130_fd_sc_hd__dfrtp_1.
- The max capacitance violation total is 0.
- Counting the warning lines in the Yosys log gives 10.
- For this run, asynchronously set or reset flops after synthesis account for 90.1%.
- After routing, the total negative slack on setup checks comes to 0 ns.
- The worst slack on hold paths is 0.447 ns.
- Summing the sequential cell areas from Yosys gives 47.9% of the chip area.
- Counting both buffers and inverters, the worst setup path holds a total of 1.
- The run finished with clean final reports.
- The routed layout has 4,417 vias.
- The worst relative slew slack is 38.1%.
- In this run the static leakage power is 2.82 nW.
- The number of iterations in the first detailed-routing pass is 4.
- The sum of routed wire length over all layers is 11,300 microns.
- Per the CTS log, the buffer count on the longest clock path is 2.
- The number of placement rows is 40.
- The die is 113 microns tall.
- The final period utilization is 46.0%.
- The final report lists a non-filler cell total of 838.
- CTS built an H-tree with a depth of 3.
- The path type of the worst min-delay path is reg -> reg.
- The TritonCTS clock tree is built.
- The power per cell area is 249 nW/um^2.
- Timing analysis after detailed placement gives a worst setup slack of 2.46 ns.
- In the placement report, post-DP HPWL is listed as 8000 microns.
- Yosys reports a chip area of 6210 sq um.
- The critical path maximum fanout is 3.
- The via count of the first global-routing pass is 4,239.
- Per the repair_timing log after CTS, setup buffers inserted total 0.
- The CTS root buffer is sky130_fd_sc_hd__clkbuf_16.
- The number of hold violations in the final report is 0.
- The later pin in the worst-skew pair is clocked with a latency of 0.35 ns.
- The number of buffers inserted by hold repair at cts is 0.
- The routability congestion estimate from global placement is 0.875.
- Counting flops with a built-in enable in the synthesized netlist gives 1.
- The peak supply drop is 0.000207 V.
- Setup repair after global routing left no endpoint under its margin.
- The core utilization before placement is 51.5%.
- The slack of the worst reg-to-reg path is 2.62 ns.
- The final-report max-slew violation count is 0.
- The launch point of the worst reg-to-reg path is db1.T1.clk_count[0]$_DFFE_PP0P_.
- The highest clock rate this design can be run at is 0.452 GHz.
- Ranking logic cells in the layout by count gives the top entries sky130_fd_sc_hd__dfrtp_1 (108), sky130_fd_sc_hd__nor2_1 (96), sky130_fd_sc_hd__xor2_1 (48).
- The die covers 12,900 sq um.
- The number of unconstrained endpoints is 9.
- The number of instances in the synthesized netlist is 657.
- The report puts the cell count of the worst reg-to-reg path at 7.
- The I/O pin count is 23.
- Synthesis inferred 121 register bits.
## layout make-up
type	count	area, sq um	share of cell area, %
clock buffer	12	236	3.50
clock inverter	4	28.8	0.425
inverter	36	138	2.03
multi-input combinational	476	2980	44.0
sequential	121	2980	44.0
tap	168	210	3.11
timing repair buffer	21	198	2.92
## synthesized netlist by cell type, drive strengths merged, types with 2 or more instances
| cell | n | area (sq um) |
|---|---|---|
| buf | 11 | 76.3 |
| dfrtp | 108 | 2700 |
| o22ai | 2 | 12.5 |
| and3 | 14 | 87.6 |
| inv | 36 | 135 |
| nor2 | 100 | 385 |
| nor3b | 3 | 22.5 |
| xor2 | 48 | 420 |
| nand4 | 29 | 181 |
| and2 | 6 | 37.5 |
| nand2 | 41 | 154 |
| or4 | 4 | 30.0 |
| nand3 | 33 | 165 |
| a211oi | 3 | 22.5 |
| and4 | 4 | 35.0 |
| nor4 | 19 | 125 |
| ha | 28 | 350 |
| nand4b | 2 | 17.5 |
| nor2b | 6 | 37.5 |
| a21o | 4 | 30.0 |
| xnor2 | 37 | 324 |
| o21ai | 16 | 80.1 |
| clkbuf | 17 | 63.8 |
| conb | 2 | 7.51 |
| or3 | 6 | 37.5 |
| nand2b | 4 | 25.0 |
| nor3 | 19 | 100 |
| dfxtp | 11 | 220 |
| a21oi | 26 | 130 |
## sequential cells by signal (all words and copies together) (netlist names), 2 cells and up
name / flops
kypd.clkdiv.clk_count: 32
PWM1.dc_count: 8
db1.state: 2
kypd.keys: 16
N: 10
db1.T1.clk_count: 32
PWM1.f_count: 10
kypd.state: 2
## cell families (layout without fill, tap and decap cells)
family          after synthesis  after routing  synth area share (%)
compound gates               60             60                  5.66
other cells                   2              6                 0.121
simple gates                296            296                  24.1
flops                       121            121                  47.9
mux                           1              1                 0.161
buf+inv                      64             73                  4.43
fa+ha+maj                    28             28                  5.64
xor+xnor                     85             85                  12.0
## power by group
part | internal, W | switching, W
clock | 0.000354 | 0.000329
combinational | 0.0000185 | 0.0000279
sequential | 0.000946 | 0.00000759
## worst max path at each step
stage | slack (ns) | cells past startpoint | endpoint
after CTS | 2.55 | 1 | led
after global routing | 2.35 | 7 | db1.T1.clk_count[2]$_DFFE_PP0P_
final | 2.59 | 1 | led
## metal layers
| metal | global-route usage (%) | share of wire [%] | vias to the layer above |
|---|---|---|---|
| met4 | 1.75 | 0.82 | 0 |
| met5 | 0 | 0 | - |
| li1 | - | - | 2262 |
| met1 | 33.1 | 50 | 2095 |
| met3 | 3.68 | 2.9 | 8 |
| met2 | 30.9 | 46 | 52 |
## per-stage QoR
step / power [W] / utilization [%] / cell area [sq um]
global placement: 0.00102 / 53.9 / 6500
floorplan: 0.00100 / - / 6230
detailed placement: 0.00102 / 53.9 / 6500
finish: 0.00168 / 56.1 / 6770
CTS: 0.00171 / 56.1 / 6770
global route: 0.00176 / 56.1 / 6770
Power and IR drop assume default switching activity.
