==> flow/design.v <==
   localparam NULL_CMD = 8'h00;
   localparam VDD_ON  = 8'h30;
   localparam VDD_OFF = 8'h31;
   localparam VBAT_ON = 8'h32;
   localparam VBAT_OFF= 8'h33;
   localparam RES_ON  = 8'h34;
   localparam RES_OFF = 8'h35;
   localparam LD_DATA_A = 8'h36;
   localparam LD_DATA_B = 8'h37;
   localparam LD_DATA_C = 8'h38;
   localparam LD_DATA_D = 8'h39;
   localparam CLR_SCREEN = 8'h3A;
   localparam FILL_SCREEN = 8'h3B;
   localparam SETCHARROW = 8'h70;
   localparam SETCHARCOL = 8'h71;
   localparam SETCHAR    = 8'h72;
   localparam SENDCHAR   = 8'h73;
   localparam DELAY_LONG    = 8'h0F;
   localparam DELAY_SHORT   = 8'h0E;
   localparam DISP_ALL_ON   = 8'hA5;
   localparam DISP_RAM      = 8'hA4;
   localparam DISP_ON       = 8'hAF;
   localparam DISP_OFF      = 8'hAE;
   localparam DISP_CONTRAST = 8'h81;
   localparam DISP_HORIZ_MODE = 8'h20;
   localparam CHARGEPUMP_EN   = 8'h8D;
   localparam MUXRATIO        = 8'hA8;
   localparam DISP_OFFSET     = 8'hD3;
   localparam STARTLINE       = 8'h40;
   localparam SEGMENT         = 8'hA0;
   localparam SCANDIR         = 8'hC0;
   localparam COMPINS         = 8'hDA;
   localparam DISP_NORMAL     = 8'hA6;
   localparam SETOSC          = 8'hD5;
   localparam SETCOLADR       = 8'h21;
   localparam SETPAGEADR      = 8'h22;
`timescale 1ns/1ps
module simpleSPI
  (
   input         clk,
   input         rst_l,
   input             SDO,
   output reg        CS,
   output reg        SCLK,
   input             rd,
   output reg        d_ready,
   output reg [15:0] d
   );
   reg        t;           
   reg        t_rst;       
   reg [31:0] t_count;     
   reg [31:0] sclk_count;  
   reg [2:0] state;
   reg [3:0] bit_index;
   initial begin
      state      = 0;
      t          = 0;
      t_rst      = 0;
      bit_index  = 0;
      t_count    = 0;
      sclk_count = 0;
      SCLK         = 0;
      CS           = 1;
      d            = 0;
      d_ready      = 0;
   end
   always @(posedge clk, negedge rst_l) begin
      if (!rst_l) begin
     SCLK <= 0;
     sclk_count <= 0;    
      end
      else begin
        if (sclk_count == 25) begin
            SCLK <= ~SCLK;
            sclk_count <= 0;
        end
     else begin
        sclk_count <= sclk_count + 1;
     end
   end
   end
   always @(posedge SCLK) begin
      if (t_rst) begin
     t       <= 0;
     t_count <= 0;
      end
      else begin
        if (t_count == 10) begin
        t <= 1;
        end
     else
        t_count <= t_count + 1;
      end
   end
   always @(posedge SCLK, negedge rst_l) begin
      if (!rst_l) begin
     state <= 0;     
      end
      else begin
     case (state)
       0:  
         begin
            d_ready <= 0;
            CS <= 1;
            t_rst <= 1;
            state <= 1;
         end
       1:  
         begin
            t_rst <= 0;
            state <= 2;
         end
       2:  
         begin
            if (t && rd)begin
                CS <= 0;
                bit_index <= 15;
                state <= 3;
            end
            else
            state <= 2;
         end
       3:  
         begin
            if (bit_index > 0) begin
                d[bit_index] <= SDO;
                bit_index <= bit_index - 1;
            end
            else begin
                d[bit_index] <= SDO;
                d_ready <= 1;
                CS <= 1;
                state <= 4;
            end
         end
       4:  
         begin
            if (rd == 0)begin
                d_ready <= 0;
                t_rst <= 1;
                state <= 1;
            end
            else begin
                state <= 4;
            end
         end
       default:  
         begin
        state <= 0;     
         end
     endcase  
      end
   end
endmodule  
==> flow/run.sh <==
#!/bin/bash
# OpenROAD 26Q1-2900-gdf79404cd8, Yosys 0.63+post, stock flow scripts
make -C /OpenROAD-flow-scripts/flow DESIGN_CONFIG=/design/flow/config.mk WORK_HOME=/design/flow/orfs finish
==> flow/config.mk <==
export PLATFORM = sky130hd
export DESIGN_NAME = simpleSPI
export DESIGN_NICKNAME = simpleSPI
export VERILOG_FILES = /design/flow/design.v
export SDC_FILE = /design/flow/constraint.sdc
export NUM_CORES = 4
export LEC_CHECK = 1
export CORE_UTILIZATION = 40
==> flow/constraint.sdc <==
current_design simpleSPI

set clk_period 4.1
set clk_io_pct 0.2

create_clock -name clk0 -period $clk_period [get_ports {clk}]

set non_clock_inputs [all_inputs -no_clocks]
set_input_delay [expr $clk_period * $clk_io_pct] -clock clk0 $non_clock_inputs
set_output_delay [expr $clk_period * $clk_io_pct] -clock clk0 [all_outputs]
==> out/results.txt <==
Slew @ Worst Pin = 0.964 ns
Row count = 38
Yosys Warn Count = 1
Wire per inst = 13.4 um
Hold/Removal Path Class = register to register
Register pins left without a clock = 59
Fin crit share = 50.0%
Critical path class = register to register
Final slew viol count = 0
Root buffer cell = clkbuf_16
Pre-Place Util = 41.3%
Crit path DAT = 2.25 ns
Async set or reset register ratio after synthesis = 39.1%
Top Layout Cells = dfrtp_1, nand2_1, dfxtp_1, nor2_1
Pre-Repair DR Iteration Count = 5
Clk latency late pin = 0.27 ns
Setup TNS = 0 ns
Layout Skew = 0.00307 ns
DRT iter0 DRCs = 121
Fill cell count = 1019
Post-synthesis cell type count = 48
Final Cell Area = 5000 sq um
Clk slew on worst S/H paths = 0.05 ns
Vias in the first global route = 3035
Worst Min Path Start = sclk_count[31]
Initial antenna violation count = 0
DP Area = 4870 sq um
Layout cells sized above 1 = 5.26%
Top logic family = simple AND/OR/NAND/NOR gates
Crit end category = register
Worst EP required = 4.30 ns
Die height = 108 um
Hold slack = 0.484 ns
OpenROAD warnings = 30
Commonest flop = dfrtp_1
First-pass GRT wire length = 14.3 mm
Max Cap Viol = 0
Final Hold Viols = 0
Post-synth EDFFs = 23
Outcome = complete, no violations
Setup violators final = 0
VDD IR max = 0.000248 V
Hold Crit Endpoint = sclk_count[31]
Area growth syn-to-layout = 10.7%
Hpwl dp = 5.78 mm
Synth Area in Adders = 2.21%
Total grt overflow = 0
Clk buf depth = 2
Simple share = 26.1%
CTS H-tree lvls = 2
RSZ-0062 raised after global routing = no
Synthesized area per cell = 9.87 sq um
Core area = 10900 sq um
Worst rel slew slack = 35.1%
Max frequency = 0.488 GHz
Residual DRC count = 0
Die Area = 11700 sq um
Cts repair resizes = 0
I/O Buffers = 22
N_diodes = 0
I/O Pins = 23
Number of buffers added for setup after CTS = 0
FF-to-FF End = sclk_count[30]
R2R Path Start = sclk_count[0]
Xor/xnor share = 8.52%
Synth flops = 92
Hold Buf Count CTS = 0
Chip width = 108 um
Cells after Synth = 458
Vias/cell = 5.41
Yosys aoi share = 9.30%
Total Routing Usage GR = 15.3%
Post-Syn Area = 4520 sq um
Power per cell area = 137 nW/um^2
R2R depth = 5
Endpoints left unconstrained = 100
CTS tree = done
Pleak = 1.75 nW
RePlAce Congestion = 0.854
Synth Seq Share = 49.8%
Worst-path maximum fanout = 8
Ys cells = 458
WL final = 8.26 mm
YS chip area = 4520 sq um
Final antenna-violating net count = 0
Largest net degree at the start of global routing = 61
Clock period minus worst slack = 2.05 ns
Crit path launch type = register
Hold Path Cell Cnt = 1
Synth mux share = 1.25%
CTS Buf Count = 5
Via count = 3326
R2R setup slack = 2.05 ns
## where the power goes
group | total [W] | leakage [nW] | switching [W] | internal (W)
logic | 0.0000126 | 0.779 | 0.00000955 | 0.00000308
clock network | 0.000347 | 0.0706 | 0.000125 | 0.000222
registers | 0.000326 | 0.897 | 0 | 0.000326
total | 0.000686 | 1.75 | 0.000134 | 0.000552
## worst max path at each step
stage               from             end  slack (ns)  cells past startpoint
4_1_cts   sclk_count[12]            SCLK        2.06                      4
5_1_grt    sclk_count[0]  sclk_count[26]        1.91                      5
6_report   sclk_count[0]  sclk_count[30]        2.05                      5
## logic make-up (layout without fill, tap and decap cells)
logic type | after synthesis | in the layout
adder cells (fa/ha/maj) | 8 | 8
buffers and inverters | 31 | 48
multiplexers | 5 | 5
AND/OR/NAND/NOR | 210 | 210
AND-OR/OR-AND | 68 | 68
XOR/XNOR | 44 | 44
flip-flops | 92 | 92
## synthesized netlist by cell type (2+ instances only)
library cell	count	area, sq um
o31ai_1	8	60.1
nand3_1	29	145
ha_1	8	100
o21ba_2	2	20.0
nor4_1	21	131
o21ai_0	26	130
and4_1	9	78.8
nor3_1	13	65.1
clkbuf_1	13	48.8
nor2_1	31	116
and3_1	9	56.3
nand4_1	21	131
o2bb2ai_1	6	52.6
inv_1	14	52.6
xor2_1	15	131
dfrtp_1	36	901
xnor2_1	29	254
o31a_1	2	17.5
mux2_2	5	56.3
and2_1	3	18.8
dfxtp_1	33	661
buf_2	3	15.0
o21a_1	3	22.5
nand4b_1	2	17.5
or3_1	6	37.5
a21oi_1	18	90.1
and3b_1	2	17.5
nor2b_1	3	18.8
nand2_1	36	135
or4_1	12	90.1
edfxtp_1	23	691
## critical path, cell delays in order (launching register included)
cell and delay, ns:
dfrtp_1 0.39, ha_1 0.22, and4_1 0.39, or3b_1 0.50, nor4_1 0.30, xor2_1 0.17
## state kept, by name, indices dropped and copies added, names as in the netlist
signal,cells
t_rst,1
d,16
t,1
CS,1
state,3
t_count,32
sclk_count,32
d_ready,1
SCLK,1
bit_index,4
## final cells by class
| cell class | count | area (sq um) | share of cell area [%] |
|---|---|---|---|
| flip-flops and latches | 92 | 2250 | 45.0 |
| multi-input cells | 335 | 2140 | 42.8 |
| repair buffers | 26 | 245 | 4.90 |
| well taps | 140 | 175 | 3.50 |
| clock buffers | 6 | 129 | 2.58 |
| inverters | 14 | 52.6 | 1.05 |
| clock inverters | 2 | 10.0 | 0.200 |
## layer usage
layer	track usage, %	vias up	part of all wire, %
met5	0	-	0
met4	0.965	0	0.63
met3	1.53	6	2.1
met2	23.0	45	45
met1	25.9	1557	52
li1	-	1718	-
## stage by stage
stage,power (W),util (%),std cells,worst slack (ns)
2_1_floorplan,0.000333,-,458,2.20
3_3_place_gp,0.000345,44.5,607,2.13
3_5_place_dp,0.000345,44.5,607,2.07
4_1_cts,0.000695,45.8,615,2.06
5_1_grt,0.000712,45.8,615,1.91
6_report,0.000686,45.8,615,2.05
No activity file was given, so power comes from the tool's default toggle rates.
