`run.sh`:
```
#!/bin/bash
# OpenROAD 26Q1-2900-gdf79404cd8, Yosys 0.63+post, stock flow scripts
make -C /OpenROAD-flow-scripts/flow DESIGN_CONFIG=/design/flow/config.mk WORK_HOME=/design/flow/orfs finish
```
`config.mk`:
```
export PLATFORM = sky130hd
export DESIGN_NAME = SevenSegmentDemo
export DESIGN_NICKNAME = SevenSegmentDemo
export VERILOG_FILES = /design/flow/design.v
export SDC_FILE = /design/flow/constraint.sdc
export NUM_CORES = 4
export LEC_CHECK = 1
export CORE_UTILIZATION = 50
```
`constraint.sdc`:
```
current_design SevenSegmentDemo

set clk_period 22.3
set clk_io_pct 0.2

create_clock -name clk0 -period $clk_period [get_ports {clk}]

set non_clock_inputs [all_inputs -no_clocks]
set_input_delay [expr $clk_period * $clk_io_pct] -clock clk0 $non_clock_inputs
set_output_delay [expr $clk_period * $clk_io_pct] -clock clk0 [all_outputs]
```
`design.v`:
```
   localparam NULL_CMD = 8'h00;
   localparam VDD_ON  = 8'h30;
   localparam VDD_OFF = 8'h31;
   localparam VBAT_ON = 8'h32;
   localparam VBAT_OFF= 8'h33;
   localparam RES_ON  = 8'h34;
   localparam RES_OFF = 8'h35;
   localparam LD_DATA_A = 8'h36;
   localparam LD_DATA_B = 8'h37;
   localparam LD_DATA_C = 8'h38;
   localparam LD_DATA_D = 8'h39;
   localparam CLR_SCREEN = 8'h3A;
   localparam FILL_SCREEN = 8'h3B;
   localparam SETCHARROW = 8'h70;
   localparam SETCHARCOL = 8'h71;
   localparam SETCHAR    = 8'h72;
   localparam SENDCHAR   = 8'h73;
   localparam DELAY_LONG    = 8'h0F;
   localparam DELAY_SHORT   = 8'h0E;
   localparam DISP_ALL_ON   = 8'hA5;
   localparam DISP_RAM      = 8'hA4;
   localparam DISP_ON       = 8'hAF;
   localparam DISP_OFF      = 8'hAE;
   localparam DISP_CONTRAST = 8'h81;
   localparam DISP_HORIZ_MODE = 8'h20;
   localparam CHARGEPUMP_EN   = 8'h8D;
   localparam MUXRATIO        = 8'hA8;
   localparam DISP_OFFSET     = 8'hD3;
   localparam STARTLINE       = 8'h40;
   localparam SEGMENT         = 8'hA0;
   localparam SCANDIR         = 8'hC0;
   localparam COMPINS         = 8'hDA;
   localparam DISP_NORMAL     = 8'hA6;
   localparam SETOSC          = 8'hD5;
   localparam SETCOLADR       = 8'h21;
   localparam SETPAGEADR      = 8'h22;
`timescale 1ns/1ps
module SevenSegmentDemo (
			 input clk,
			 input [15:0] sw,
			 input btnU,
			 input btnD,
			 input btnL,
			 input btnR,
			 input btnC,
			 output [3:0] an, 
			 output [6:0] seg,
			 output dp
			 );
   reg [15:0] 			din;       
   reg 				bcd;       
   reg [1:0] 			dec;       
   reg 				enable;    
   always @(*) begin
      din    = sw;
      enable = 1;
      bcd    = ~btnC;     
   end
   always @(posedge clk) begin
      if (btnU)
	dec <= 0;
      else if (btnR)
	dec <= 1;
      else if (btnD)
	dec <= 2;
      else if (btnL)
	dec <= 3;      
   end
   wire [3:0] 			ones;
   wire [3:0] 			tens;
   wire [3:0] 			hundreds;
   wire [3:0] 			thousands;
  SevenSegmentDriver SEGDRV (
		.clk(clk),
		.din(din),
		.bcd(bcd),
		.dec(dec),
		.enable(enable),
		.an(an), 
		.seg(seg),
		.dp(dp),
		.ones(ones),
		.tens(tens),
		.hundreds(hundreds),
		.thousands(thousands)
    );
endmodule  
`timescale 1ns / 1ps
module SevenSegmentDriver (
			   input 	clk,
			   input [15:0] din,
			   input 	bcd,
			   input [1:0] 	dec,
			   input 	enable,
			   output [3:0] an, 
			   output [6:0] seg,
			   output 	dp,
			   output [3:0] ones,
			   output [3:0] tens,
			   output [3:0] hundreds,
			   output [3:0] thousands
			   );
   wire [6:0] 				ones_place;
   wire [6:0] 				tens_place;
   wire [6:0] 				hundreds_place;
   wire [6:0] 				thousands_place;
   reg [3:0] 				ones_sel;
   reg [3:0] 				tens_sel;
   reg [3:0] 				hundreds_sel;
   reg [3:0] 				thousands_sel;
   wire [3:0] 				_an;
   assign an = {4{~enable}} | {4{enable}}&_an;
   wire 				refclk;	
   wire [6:0] 				segNot;
   assign seg[0] = ~segNot[6];
   assign seg[1] = ~segNot[5];
   assign seg[2] = ~segNot[4];
   assign seg[3] = ~segNot[3];
   assign seg[4] = ~segNot[2];
   assign seg[5] = ~segNot[1];
   assign seg[6] = ~segNot[0];
   ThePlexer Mux(
		 .disp1(ones_place),
		 .disp10(tens_place),
		 .disp100(hundreds_place),
		 .disp1000(thousands_place),
		 .clk(refclk),
		 .disp(segNot),  
		 .anode(_an),
		 .dec(dec),
		 .dp(dp)
		 );
   clkB clkInst (
		 .sysClk(clk),
		 .refClk(refclk)
		 );
   SevenSegmentTruthTable digit1s( 
				   .digit_in(ones_sel),				 
				   .display_digit(ones_place)	 
				   );
   SevenSegmentTruthTable digit10s(
				   .digit_in(tens_sel),				 
				   .display_digit(tens_place)	 
				   );
   SevenSegmentTruthTable digit100s(
				    .digit_in(hundreds_sel),			 
				    .display_digit(hundreds_place)  
				    );
   SevenSegmentTruthTable digit1000s(
				     .digit_in(thousands_sel),			 
				     .display_digit(thousands_place)  
				     );
   bcd bcd_in(
	      .sw(din),			     
	      .ones(ones),			 
	      .tens(tens),			 
	      .hundreds(hundreds)	,     
	      .thousands(thousands)	 
	      );
   always @* begin
      if (bcd) begin
         ones_sel <= ones;
         tens_sel <= tens;
         hundreds_sel <= hundreds;
         thousands_sel <= thousands;
      end
      else begin
         ones_sel <= din[3:0];
         tens_sel <= din[7:4];
         hundreds_sel <= din[11:8];
         thousands_sel <= din[15:12];
      end
   end
endmodule
`timescale 1ns / 1ps
  module SevenSegmentTruthTable(
				input [3:0] 	 digit_in, 
				output reg [6:0] display_digit
				);
   always @(*) begin  
      case (digit_in)
	4'b0000 : display_digit = 7'b1111110;  
	4'b0001 : display_digit = 7'b0110000;  
	4'b0010 : display_digit = 7'b1101101;  
	4'b0011 : display_digit = 7'b1111001;  
	4'b0100 : display_digit = 7'b0110011;  
	4'b0101 : display_digit = 7'b1011011;  
	4'b0110 : display_digit = 7'b1011111;  
	4'b0111 : display_digit = 7'b1110000;  
	4'b1000 : display_digit = 7'b1111111;  
	4'b1001 : display_digit = 7'b1111011;  
	4'b1010 : display_digit = 7'b1110111;  
	4'b1011 : display_digit = 7'b0011111;  
	4'b1100 : display_digit = 7'b0001101;  
	4'b1101 : display_digit = 7'b0111101;  
	4'b1110 : display_digit = 7'b1001111;  
	4'b1111 : display_digit = 7'b1000111;  
	default : display_digit = 7'b0000000;
      endcase
   end
endmodule
`timescale 1ns / 1ps
module ThePlexer(
		 input [6:0] 	  disp1,
		 input [6:0] 	  disp10,
		 input [6:0] 	  disp100,
		 input [6:0] 	  disp1000,
		 input [1:0] 	  dec,
		 input 		  clk,
		 output reg [6:0] disp,
		 output reg [3:0] anode,
		 output reg 	  dp
		 );
   reg [1:0] 			  sel;
   initial begin
      sel <= 0;
   end
   always @ (posedge clk)
     begin
	sel <= sel + 1;
     end
   always @(*) begin  
      case (sel)
	2'b00 : begin  
           if (disp1000 == 7'b1111110) begin
              disp = 7'b0000000;
           end
           else    begin
              disp = disp1000;
           end
           anode = 4'b0111;  
           if (dec==2'b11)
             dp = 0;
           else
             dp = 1;
        end
	2'b01 : begin  
	   if ((disp100== 7'b1111110) & (disp1000 == 7'b1111110)) begin
	      disp = 7'b0000000;
	   end
	   else	begin
	      disp = disp100;
	   end
	   anode = 4'b1011;  
           if (dec==2'b10)
             dp = 0;
           else
             dp = 1;					
	end
	2'b10 : begin  
	   if ((disp10== 7'b1111110) & (disp100== 7'b1111110) & (disp1000== 7'b1111110)) begin
	      disp = 7'b0000000;
	   end
	   else	begin
	      disp = disp10;
	   end
	   anode = 4'b1101;  
           if (dec==2'b01)
             dp = 0;
           else
             dp = 1;                    
	end	
	2'b11 : begin   
	   disp = disp1;
	   anode = 4'b1110;  
	   if (dec==2'b00)
             dp = 0;
           else
             dp = 1;
	end
	default : begin
	   disp = 7'b1001111;
	   anode = 4'b0111;  
	end
      endcase
   end
endmodule
`timescale 1ns / 1ps
module bcd(
	   input [15:0]     sw,  
	   output reg [3:0] thousands,  
	   output reg [3:0] hundreds,  
	   output reg [3:0] tens,  
	   output reg [3:0] ones		 
	   );
   integer 		    index;  
   always @(sw)  
     begin
	thousands = 4'd0; 	 
	hundreds = 4'd0; 	 
	tens = 4'd0; 		 
	ones = 4'd0; 		 
	for (index = 15; index >= 0; index = index - 1)  
	  begin
	     if (thousands >= 5)
               thousands =  thousands + 3;
	     if (hundreds >= 5)
	       hundreds =  hundreds + 3;
	     if (tens >= 5)
	       tens =  tens + 3;
	     if (ones >= 5)
	       ones =  ones + 3;
	     thousands = thousands << 1;	 
             thousands[0] = hundreds[3];          
	     hundreds = hundreds << 1;	 
	     hundreds[0] = tens[3]; 		 
	     tens = tens << 1; 	 
	     tens[0] = ones[3]; 	 
	     ones = ones << 1;		 
	     ones[0] = sw[index];  
	  end  
     end  
endmodule  
`timescale 1ns / 1ps
module clkB(
	    input      sysClk,
	    output reg refClk
	    );
   reg [23:0] 	       count;
   initial begin
      count = 0;
      refClk = 0;
   end
   always @ (posedge sysClk) begin
      if (count == 24'd100000) begin 
	 count <= 0;
	 refClk <= ~refClk;			
      end
      else begin
	 count <= count + 1;
      end
   end
endmodule
```
==> Slide: Implementation Results <==
Run Summary

Setup path
  – CP dominant cell by count: inv_1
  – Crit. End Element: primary output
  – R2R Path End: SEGDRV.clkInst.count[16]
  – Worst Path Max Fanout: 7
  – Worst path slowest cell: clkdlybuf4s50_1
  – FF-to-FF path depth: 9
  – R2r setup slk: 20300 ps
  – Worst path max stage delay: 510 ps
  – Crit path required time: 17840 ps
  – Reg-to-reg startpoint: SEGDRV.clkInst.count[0]
  – WS Path Type: in -> out
  – Arrival time worst endpoint: 17220 ps
  – CP Launch Type: input pin

Logic synthesis
  – Yosys cell count: ~1100
  – Post-synthesis cell count: 1117
  – Ys flops: 31
  – Commonest flop: dfxtp_1
  – Chip area estimate from yosys synthesis: 0.00789 mm²
  – Seq share, synth: 7.99%
  – Post-synth EDFFs: 1
  – Synth warnings: 6
  – Synth async-reset ratio: 0%
  – Synthesized area per cell: about 7.1 µm²
  – Post-Syn Area: 0.00789 mm²
  – Cell variety after synth: 115

STA
  – Clock skew: 2.13 ps
  – Final hold slack: 463 ps
  – Worst setup margin: 617 ps
  – Cycle use final: 97.2%
  – Max transition margin: 50.2%
  – Final slew viol count: 0
  – Register pins left without a clock: 2
  – Endpoints left unconstrained: 6
  – Min Tclk post-route: roughly 22000 ps
  – RSZ-0062 raised after global routing: true
  – Worst slew pin tran: 728 ps
  – Setup violators final: 0
  – Max Clk Rate: 46.1 MHz
  – Final hold viol count: 0

Drt
  – Starting DRT DRC Count: 611
  – DRT Pass-1 Iters: 5
  – # DRC: 0
  – Diode count: 0
  – Vias: a little under 9000
  – Via/cell ratio: 6.21
  – Final ANT Viol Nets: 0
  – Routed WL per cell: 15.6 µm
  – Routed WL: 21900 µm

Final layout
  – Logic area: 0.00718 mm²
  – Area Overhead vs Synth: 21.7%
  – Final cell count without fillers: 1409
  – Top logic cells by instance count in the layout: buf_4, nor2_1, nand2_1
  – Register area: 631 µm²
  – Fill count: 1397
  – Final design utilization: between 60 and 70%
  – Most frequent logic cell in the layout: buf_4
  – Proportion of layout cells with a drive suffix above 1: 19.9%
  – Finished Cell Area: 0.00960 mm²

CTS
  – Total CTS buffers: 5
  – Clk slew on worst S/H paths: 50 ps
  – Clock network latency to the later pin of the worst-skew pair: 260 ps
  – Clock Tree Root: clkbuf_16
  – Clock tree buffer depth: 2
  – CTS tree: built
  – Clock H-tree levels: 2

Place
  – Pre-CTS WS: -292 ps
  – Dpl cells: 1371
  – Final RePlAce weighted congestion: 0.935
  – Dpl cell area: 0.00872 mm²
  – PortBufs: 33
  – DP HPWL: 16500 µm

Die
  – DIE AREA: 0.0163 mm²
  – Die Width: ~130 µm
  – IO Count: 34
  – Std-Cell Rows: 45
  – Area of the core: 0.0153 mm²
  – Fp util: 51.5%
  – Overall die height: 128 µm

Worst hold path
  – Hold path start: SEGDRV.clkInst.count[23]
  – Hold Crit Class: reg -> reg
  – Hold depth: 1
  – Hold EP: SEGDRV.clkInst.count[23]

Global route
  – Grt ovf: 0
  – Largest net degree at the start of global routing: 24
  – GRT Util Overall: 26.2%
  – Vias in the first global route: 7480
  – First-pass GRT wire length: 35500 µm
  – Initial antenna violation count: 0

Run
  – Tool warnings: ~53
  – Max-cap violation count: 0

Run status
  – Status: complete, no violations
-- cell type report --
| type | instances | share of cell area (%) |
|---|---|---|
| clock buffer | 7 | 1.49 |
| clock inverter | 1 | 0.313 |
| inverter | 84 | 3.32 |
| multi-input combinational | 950 | 74.9 |
| sequential | 31 | 6.57 |
| tap | 211 | 2.75 |
| timing repair buffer | 125 | 10.7 |
-- state kept, by name, summed over array words and instances, names as in the netlist --
register	count
SEGDRV.clkInst.count	24
dec	4
SEGDRV.Mux.sel	2
SEGDRV.clkInst.refClk	1
-- critical path, delay by kind of cell --
family                     cells  cell delay, ps
AOI/OAI and AO/OA             19            3830
and+or+nand+nor               16            3390
adders and majority gates     11            2260
buffers and inverters         13            2000
xor gates and xnor gates       6            1010
muxes                          1             240
-- stage by stage --
stage	setup TNS, ps
after detailed placement	-1440
after global placement	-817
after global routing	-561
after CTS	0
after floorplan	0
final	0
-- cell usage after synthesis (6+ instances only) --
cell	count	area share (%)
inv_1	73	3.5
mux2i_1	33	4.2
dfxtp_1	30	7.6
a22oi_1	6	0.57
a31oi_1	13	1.0
o211ai_1	29	2.8
nor4_1	12	0.95
or3_1	12	0.95
a31o_2	7	0.78
o2bb2ai_1	6	0.67
o21a_1	11	1.0
o221ai_1	7	0.78
nand3_1	36	2.3
and2_1	12	0.95
a211o_1	9	1.0
o31ai_1	16	1.5
nand2_1	77	3.7
a21oi_1	64	4.1
and3_1	14	1.1
a221oi_1	6	0.67
xnor2_1	27	3.0
ha_1	58	9.2
a21o_1	13	1.2
inv_2	7	0.33
clkbuf_1	38	1.8
nor2_1	90	4.3
buf_2	7	0.44
or4_1	6	0.57
o32ai_1	10	1.1
o21ai_2	7	0.78
o21ai_0	56	3.6
a211oi_1	32	3.0
xor2_1	18	2.0
or2_2	7	0.56
nand4_1	17	1.3
o21ai_1	11	0.70
nor3_1	46	2.9
nand2b_1	17	1.3
o22ai_1	14	1.1
nor2b_1	11	0.87
o2111ai_1	11	1.2
-- cells by family (layout without fill, tap and decap cells) --
logic type	count (synthesis)	count (layout)	synth area share (%)
flip-flops	31	31	7.99
AND-OR/OR-AND	416	416	38.9
multiplexers	43	43	6.04
XOR/XNOR	48	48	5.69
AND/OR/NAND/NOR	384	384	25.2
adder cells (fa/ha/maj)	59	59	9.33
buffers and inverters	136	217	6.84
-- how the worst max path moves through the flow --
stage	startpoint	depth (start not counted)	slack [ps]	end
4_1_cts	sw[14]	71	30	seg[2]
5_1_grt	sw[14]	69	-210	seg[3]
6_report	sw[14]	66	620	seg[2]
-- timing repair --
action | 4_1_cts | 5_1_grt
hold buffers | 0 | 0
setup buffers | 1 | 29
setup endpoints to repair | 6 | 7
gates resized | 9 | 87
pin swaps | 3 | 49
hold endpoints to repair | 0 | 0
-- metal layers --
metal / vias up / wire length [µm] / part of all wire (%) / GRT usage [%]
li1: 4466 / - / - / -
met4: 0 / 386 / 1.8 / 4.50
met3: 22 / 802 / 3.7 / 1.07
met2: 219 / 9830 / 45 / 42.1
met5: - / 0 / 0 / 0
met1: 4038 / 10900 / 50 / 39.6
